<file path="flow/run.sh">
#!/bin/bash
# OpenROAD 26Q1-2900-gdf79404cd8, Yosys 0.63+post, stock flow scripts
make -C /OpenROAD-flow-scripts/flow DESIGN_CONFIG=/design/flow/config.mk WORK_HOME=/design/flow/orfs finish
</file>
<file path="flow/config.mk">
export PLATFORM = sky130hd
export DESIGN_NAME = alu4bit
export DESIGN_NICKNAME = alu4bit
export VERILOG_FILES = /design/flow/design.v
export SDC_FILE = /design/flow/constraint.sdc
export NUM_CORES = 4
export LEC_CHECK = 1
export CORE_AREA = 10 10 94 94
export DIE_AREA = 0 0 104 104
</file>
<file path="flow/constraint.sdc">
current_design alu4bit

set clk_period 2.8
set clk_io_pct 0.2

create_clock -name clk0 -period $clk_period

set non_clock_inputs [all_inputs -no_clocks]
set_input_delay [expr $clk_period * $clk_io_pct] -clock clk0 $non_clock_inputs
set_output_delay [expr $clk_period * $clk_io_pct] -clock clk0 [all_outputs]
</file>
<file path="flow/design.v">
module alu4bit(alu_out, aluin_a, aluin_b, aluin_c, Cin);
input [3:0] aluin_a;
input [3:0] aluin_b;
   input [3:0] aluin_c;
   input [3:0] Cin;
output [3:0] alu_out;
   reg [3:0] alu_out;
   always @(aluin_a, aluin_b, aluin_c, Cin)   
   begin
   case (aluin_c)
   4'b0000: alu_out= aluin_a + aluin_b;
4'b0001: alu_out= aluin_a + aluin_b + Cin;
   4'b0010: alu_out= aluin_a - aluin_b;
   4'b0011: alu_out= aluin_a - aluin_b - Cin;
   4'b0100: alu_out= aluin_a >>> (aluin_b);
   4'b0101: alu_out= aluin_a >> aluin_b ;
   4'b0110: alu_out= rotate_right(aluin_a,aluin_b);
   4'b0111: alu_out= "0000";
   4'b1000: alu_out= aluin_a | aluin_b;
   4'b1001: alu_out= aluin_a & aluin_b;
   4'b1010: alu_out= aluin_a ^ aluin_b;
   4'b1011: alu_out= ~aluin_a;
   default: alu_out= "ZZZZ";
endcase
end
function [3:0] rotate_right;
input [3:0] reg_address;
input [3:0] reg_val;
begin
rotate_right = reg_address >> reg_val;
end
endfunction
endmodule
</file>
==> reports/metrics.sh <==
ITERATION_COUNT_OF_THE_INITIAL_DETAILED_ROUTING_PASS=4
FP_UTIL=0.136
SYNTH.AVG_CELL_AREA_UM2=7.73
NETLIST-CELL-TYPE-COUNT=37
DP.FINAL_HPWL_MM=2.46
SYNTHESIS.INSTANCES=120
CRITICAL_PATH.STARTPOINT_TYPE='input port'
NUMBER_OF_GLOBAL_ROUTE_VIAS_BEFORE_REPAIR=981
FP-ROW-COUNT=30
ANT_NETS=0
CRITPATHARRIVALTIME_NS=2.80
YOSYSCELLCOUNT=120
CRITPATHCAPTURETYPE='output pin'
SYNTH_SEQ_SHARE=0
LAYOUT-DRIVE-GT1-SHARE=0.400
FINALSETUPVIOLCOUNT=4
ROUTED-VIA-COUNT=998
LOGIC_AREA_UM2=941
SEQCELLAREA_UM2=0
PORT_BUFFERS=20
AVGROUTEDWIREPERCELL_UM=10.7
YS_AREA_UM2=927
CLKBUF_COUNT=0
POWER_DENSITY_mW_PER_MM2=192
GRT_USAGE=0.0533
GRT_START_MAX_NET_PINS=11
CRITICAL_PATH.MAX_FANOUT=2
PERIOD_UTILIZATION_POST_ROUTE=1.20
TIMING.MAX_CAP.VIOLATIONS=0
PLACE_WORST_SETUP_SLACK_NS=-1.47
VIOLATIONS='negative setup slack'
SYNTH.TOP_CELLS.BY_AREA='ha_1, fa_1, inv_1'
PLACED_AREA_MM2=0.00150
WORST_SLACK_NS=-0.563
SEQ_CELLS=0
SYNTH.TOP_CELLS.BY_COUNT='ha_1, inv_1, nand2_1'
DETAIL_ROUTE.WIRELENGTH_MM=2.85
GLOBAL_ROUTE_WIRE_LENGTH_BEFORE_REPAIR_MM=4.91
TIMING_WORST_SETUP_PATH_TYPE='in -> out'
YOSYSTOPAREACELLSHARE=0.243
SYNTHESIZED_CELL_AREA_UM2=927
PLACEABLE_CORE_AREA_MM2=0.00683
DETAIL_ROUTE.ANTENNA_DIODES=0
WORST_HOLD_PATH_TYPE='in -> out'
AREAGROWTHSYNTHTOFINISH_PCT=75.4
YOSYS.CELL_COUNT.TOP_TYPE='ha_1'
IOPINCOUNT=20
DRT-VIAS-PER-INSTANCE=3.75
STATUS='complete, but fails checks'
LAYOUT.FILLER_CELLS=750
P_LEAK_nW=0.730
REMAINING_DRC_ERRORS=0
RELSLEWSLACK=0.742
CP_DATA_REQUIRED_TIME_NS=2.24
REPORT.FINAL.SLEW_VIOL_COUNT=0
GPL_WTD_CONG=0.848
FINAL_HOLD_VIOS=0
PEAKVDDDROP_mV=0.0403
WARNINGS=43
CHIP_AREA_MM2=0.0108
FIRST_ITER_VIOLATIONS=73
HEIGHT_OF_THE_DIE_UM=104
LARGEST_AREA_CELL='ha_1'
OVERFLOW=0
CLOCK.FMAX_MHz=297
YS.WARNINGS.COUNT=1
FIN_AREA_MM2=0.00163
GRT_ANTENNA_BEFORE_REPAIR=0
FINALWORSTPATHREQUIREDPERIOD_NS=3.36
POST_CTS_HOLD_BUFFER_COUNT=0
RSZ_0062_RAISED_AFTER_GLOBAL_ROUTING='true'
MAX_SLEW.WORST_PIN.SLEW_NS=0.384
FLOORPLAN.DIE.WIDTH_UM=104
[final cells by class]
type	instances	share of cell area
Multi-Input combinational cell	98	0.578
Tap cell	96	0.0738
Timing Repair Buffer	55	0.295
Inverter	17	0.0523
[where the power goes]
part	internal (mW)	switching, mW
logic	0.175	0.137
clock network	0	0
registers	0	0
total	0.175	0.137
[worst max-delay path: stages]
cell       delay, ns
buf_12          0.12
inv_16          0.04
ha_4            0.13
inv_2           0.04
fa_2            0.57
inv_2           0.04
fa_2            0.32
xor2_1          0.15
nand2_1         0.06
o21ai_1         0.06
mux4_2          0.45
o2bb2ai_2       0.13
buf_2           0.11
[path summary, 6_finish.rpt]
path / slack, ns / cells after the start / to / from
min: 1.65 / 6 / alu_out[2] / aluin_b[0]
max: -0.56 / 13 / alu_out[2] / aluin_a[0]
[through the flow]
step	setup TNS, ns	power, mW	hold WS, ns	instances	utilization
6_report	-1.67	0.312	1.65	266	0.238
5_1_grt	-2.01	0.347	1.72	266	0.238
4_1_cts	-2.07	0.307	1.73	264	0.232
3_5_place_dp	-5.22	0.289	2.36	262	0.220
3_3_place_gp	-5.22	0.286	2.36	262	0.220
2_1_floorplan	-0.475	0.163	1.15	120	-
[per-layer routing]
metal  track usage  routed length (um)  part of all wire  vias up
li1              -                   -                 -      528
met3       0.00376                  78             0.027        2
met4       0.00398                  21            0.0074        0
met5             0                   0                 0        -
met2        0.0928                1420              0.50       19
met1        0.0730                1330              0.47      449
[cell usage in the layout, fill, tap and decap left out, types with 3 or more instances in the layout]
cell type and count:
a21oi_1 5, a21oi_2 4, buf_2 4, buf_4 32
clkdlybuf4s50_1 9, ha_1 11, ha_4 7, inv_1 9
inv_2 5, mux2i_1 3, nand2_1 9, nor2_1 7
nor2b_1 3, nor3_1 3, o21ai_0 3, o21ai_1 3
o22ai_1 3, xnor2_1 5
[cells by family (layout without fill, tap and decap cells)]
group	after synthesis	count (layout)	synth area share
AND-OR/OR-AND	31	31	0.228
XOR/XNOR	7	7	0.0661
adder cells (fa/ha/maj)	22	22	0.329
buffers and inverters	22	72	0.108
multiplexers	6	6	0.0931
AND/OR/NAND/NOR	32	32	0.175
[what timing repair did]
item                       in CTS  in global routing
setup endpoints to repair       4                  4
gates resized                  43                 15
pin swaps                      16                 13
setup buffers                   2                  4
Power is estimated from default activity; no workload was simulated.
