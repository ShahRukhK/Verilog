**flow/run.sh**
```bash
#!/bin/bash
# OpenROAD 26Q1-2900-gdf79404cd8, Yosys 0.63+post, stock flow scripts
make -C /OpenROAD-flow-scripts/flow DESIGN_CONFIG=/design/flow/config.mk WORK_HOME=/design/flow/orfs finish
```
**flow/config.mk**
```make
export PLATFORM = sky130hd
export DESIGN_NAME = PC
export DESIGN_NICKNAME = PC
export VERILOG_FILES = /design/flow/design.v
export SDC_FILE = /design/flow/constraint.sdc
export NUM_CORES = 4
export LEC_CHECK = 1
export CORE_UTILIZATION = 40
```
**flow/constraint.sdc**
```tcl
current_design PC

set clk_period 6.0
set clk_io_pct 0.2

create_clock -name clk0 -period $clk_period [get_ports {clk}]

set non_clock_inputs [all_inputs -no_clocks]
set_input_delay [expr $clk_period * $clk_io_pct] -clock clk0 $non_clock_inputs
set_output_delay [expr $clk_period * $clk_io_pct] -clock clk0 [all_outputs]
```
**flow/design.v**
```verilog
module PC(clk  , instruction ,  zero , branch , jump , pc );
input clk ;
input[31:0] instruction ;
reg[31:0] npc;
input zero ;
input jump ;
input branch ;
wire[31:0] pcInc;
wire[31:0] Branch1 ;
wire[15:0] address;
wire[31:0] branchAdd;
reg[31:0] mux1; 
wire select1 ;
wire[31:0] jumpAdd ;
output [31:0] pc ;
reg [31:0] pc ;
assign select1 = branch & zero ;
assign pcInc = pc + 4 ;
assign address = instruction[15:0];
assign Branch1 =  {{16{address[15]}},address[15:0]} ;    
assign branchAdd = pcInc + ( branch << 2 ) ;
always@( branchAdd or pcInc or select1  ) 
begin
    if ( select1 == 1 )
        mux1 = branchAdd ;
    else
        mux1 = pcInc ;
end
assign jumpAdd = ( instruction[25:0] << 2 );
always@ ( jump or jumpAdd or mux1 )
begin
    if ( jump == 1 ) 
        npc = jumpAdd ;
    else
        npc = mux1;
end
always @(posedge clk )
    pc <= npc;
endmodule
```
==> impl_metrics.ini <==
; implementation run metrics
[cells_and_area]
top_register = pc
seqCellArea_um2 = 601
n_fill_cell = 559
layout-area-overhead-vs-synth_pct = 28.1
reg_top3 = pc: 30 flops
post_route_cells_drive_above_1_share = 0.0716
logic_area_mm2 = 0.00162
largest_register_ff_count = 30

[global_routing]
first_global_vias = 2021
global_route_wire_length_before_repair_um = 9490
antenna_found_initial = 0
grt_use_total = 0.190
pin_count_of_the_biggest_net_entering_global_routing = 55
grt_remaining_overflow = 0

[yosys]
ys_chip_area_mm2 = 0.00235
postSynth.asyncResetShare = 0
synth.lib_cells_used.distinct = 59
synth-main-ff-cell = dfxtp_1
synth-cells-yosys = 302
mappedNetlistArea_mm2 = 0.00235
post_synth_inst_count = 302
syn_area_per_cell_um2 = 7.77
synth.yosys.seq_area_share = 0.256
ys.flops = 30
synth.yosys.warnings = 1
edf_count = 0

[setup_path]
critical_path.max_stage_delay_ns = 0.54
start_kind = primary input
critical_path_type = in -> reg
worst-path-stages = 10
critical_path_top_delay_cell = clkdlybuf4s50_1
worst-path-max-fanout = 6
worst_ep_arrival_time_ns = 4.09
path_delay_family = simple AND/OR/NAND/NOR gates
crit_buf_inv = 1
timing.reg2reg.worst_path_depth = 9
critPathRequiredTime_ns = 6.20
crit_chain = clkdlybuf4s50_1 > ha_1 > nand2_1 > nor3_2 > a21boi_0 > nand4_1 > or3_1 > nor3_4 > a211oi_1 > o31ai_1
endpoint_kind = flop

[outcome]
outcome = finished clean

[power_and_ir_drop]
cellPowerDensity_mw_per_mm2 = 185
vdd_ir_drop_max_mv = 0.0936
total_power_uw = 556
switching_share = 0.306
static-leakage-power_uw = 0.00104
comb_power_share = 0.251
sequential_power_share = 0.473
clkPwrFrac = 0.275
p_int_uw = 386
p_sw_uw = 170

[hold_path]
timing.hold.worst_path_depth = 2
hp-class = reg -> reg

[final_timing]
post-route-worst-setup-slack_ns = 2.11
timing.final.max_slew_violations = 0
rsz_0062_raised_after_global_routing = false
layout_min_cycle_time_ns = 3.89
fin_tns_setup_ns = 0
timing.final.hold_violations = 0
maxClockFrequency_mhz = 257
final.hold.worst_slack_ns = 0.640
period_utilization = 0.649
setup_violations = 0
worst_slew_pin_slew_ns = 0.622
timing.max_slew.rel_slack = 0.580
post_route_clock_skew_ns = 0.00605

[drt]
avgRoutedWirePerCell_um = 13.1
antennaDiodeCount = 0
vias_per_cell = 5.25
drt_first_pass_iters = 4
post-route-drc-count = 0
detail_route.wirelength_um = 5510
postRouteAntennaNets = 0
route.vias.total = 2209
initialDrtViolationCount = 130

[clock_network]
cts.sink_count = 30
cts.hold.buffers_added = 0
cts_tree = done
cts_buffer_depth = 2
clockRootBuffer = clkbuf_8
cts.clk_slew.worst_paths_ns = 0.06
tritoncts_buffer_count = 5
cts-resized-gates = 0
cts_htree_levels = 2
cts_post_setup_buffers_inserted = 0
insertion_delay_ns = 0.28

[floorplan]
die_h_um = 78.6
chipWidth_um = 78.6
fp_util = 0.421
fp-row-count = 27
chipArea_mm2 = 0.00618
area_of_the_core_mm2 = 0.00557
ioPinCount = 68

[run]
timing.max_cap.violations = 0
log_warnings = 31

[place]
dp_worst_setup_slack_ns = 1.84
hpwl_um = 4050
gp_routability_congestion = 0.866
buffer_ports.inserted = 59
==> logic make-up (layout without fill, tap and decap cells) <==
kind of cell | count (synthesis) | after routing | synth area share
AOI/OAI and AO/OA | 63 | 63 | 0.180
xor gates and xnor gates | 43 | 43 | 0.160
adders and majority gates | 4 | 4 | 0.0203
buffers and inverters | 29 | 75 | 0.0565
DFF | 30 | 30 | 0.256
muxes | 4 | 4 | 0.0187
other | 1 | 2 | 0.00160
and+or+nand+nor | 128 | 128 | 0.307
==> final cells by class <==
cell class	instances	share of cell area
repair buffers	60	0.197
inverters	8	0.00998
clock buffers	7	0.0254
multi-input cells	244	0.538
well taps	72	0.0300
flip-flops and latches	30	0.200
==> worst min-delay path, cell delays in order (launching register included) <==
cell and delay (ns):
dfxtp_1 0.39, nand4_1 0.12, nand3_1 0.07
==> routing by layer <==
layer  wire [um]  track usage  up-vias
met3         240       0.0236        7
li1            -            -     1170
met5           0            0        -
met1        2760        0.292      974
met2        2440        0.290       58
met4          69       0.0315        0
==> stage by stage <==
step | cells | utilization | area (um2)
6_report | 421 | 0.540 | 3010
5_1_grt | 421 | 0.540 | 3010
4_1_cts | 421 | 0.540 | 3010
3_5_place_dp | 414 | 0.526 | 2930
3_3_place_gp | 414 | 0.526 | 2930
2_1_floorplan | 303 | - | 2350
==> power groups by stage <==
| stage | clock network, uW | logic (uW) | registers (uW) |
|---|---|---|---|
| after CTS | 160 | 142 | 262 |
| after global routing | 170 | 157 | 269 |
| final | 153 | 140 | 263 |
==> path summary, 6_finish.rpt <==
kind / start / to / slack (ns)
worst max-delay path: branch / pc[27] / 2.11
worst min-delay path: pc[24] / pc[25] / 0.64
worst max register to register: pc[2] / pc[27] / 2.51
worst min register to register: pc[24] / pc[25] / 0.64
==> synthesized netlist by cell type (2+ instances only) <==
library cell,count,area [um2]
nand2_1,42,158
and3_1,4,25.0
xor2_1,12,105
inv_1,8,30.0
buf_1,2,7.51
nor3_1,12,60.1
or4_4,2,22.5
o21ai_1,5,25.0
a211oi_2,2,25.0
nor4_1,4,25.0
nor2_1,13,48.8
o22ai_1,2,12.5
o21ai_0,25,125
or3_1,3,18.8
nand3_1,13,65.1
and4_1,4,35.0
nand4_1,8,50.1
nand2b_1,2,12.5
a211oi_1,2,15.0
ha_1,3,37.5
o31ai_1,2,15.0
nand4b_1,3,26.3
nand4_2,3,37.5
a21oi_1,8,40.0
xnor2_1,31,272
clkbuf_1,6,22.5
a31oi_1,4,25.0
buf_4,3,22.5
and2_1,3,18.8
buf_2,10,50.1
mux2_2,3,33.8
dfxtp_1,30,601
nor3_2,2,20.0
==> cell usage in the layout (no fill, tap or decap), types with 3 or more instances in the layout <==
cell type,synthesis,routed
and3_1,4,4
or3_1,3,3
xnor2_1,31,31
and4_1,4,4
xor2_1,12,12
nand3_1,13,13
nor2_1,13,13
and2_1,3,3
nand4_2,3,3
clkbuf_8,0,5
nor4_1,4,4
dfxtp_1,30,30
nand4_1,8,8
clkdlybuf4s50_1,0,58
nand2_1,42,42
ha_1,3,3
a21oi_1,8,8
nand4b_1,3,3
inv_1,8,8
mux2_2,3,3
a31oi_1,4,4
o21ai_1,5,5
nor3_1,12,12
o21ai_0,25,25
Power is estimated from default activity; no workload was simulated.
