===== ./config.mk =====
export PLATFORM = sky130hd
export DESIGN_NAME = HazardUnit
export DESIGN_NICKNAME = HazardUnit
export VERILOG_FILES = /design/flow/design.v
export SDC_FILE = /design/flow/constraint.sdc
export NUM_CORES = 4
export LEC_CHECK = 1
export CORE_AREA = 10 10 70 70
export DIE_AREA = 0 0 80 80

===== ./constraint.sdc =====
current_design HazardUnit

set clk_period 1.7
set clk_io_pct 0.2

create_clock -name clk0 -period $clk_period

set non_clock_inputs [all_inputs -no_clocks]
set_input_delay [expr $clk_period * $clk_io_pct] -clock clk0 $non_clock_inputs
set_output_delay [expr $clk_period * $clk_io_pct] -clock clk0 [all_outputs]

===== ./design.v =====
module HazardUnit(IDRegRs,IDRegRt,EXRegRt,EXMemRead,PCWrite,IFIDWrite,HazMuxCon); 
    input [4:0] IDRegRs,IDRegRt,EXRegRt; 
    input EXMemRead; 
    output PCWrite, IFIDWrite, HazMuxCon; 
    reg PCWrite, IFIDWrite, HazMuxCon; 
    always@(IDRegRs,IDRegRt,EXRegRt,EXMemRead) 
    if(EXMemRead&((EXRegRt == IDRegRs)|(EXRegRt == 
IDRegRt))) 
       begin 
           PCWrite = 0; 
           IFIDWrite = 0; 
           HazMuxCon = 1; 
       end 
    else 
       begin 
           PCWrite = 1; 
           IFIDWrite = 1; 
           HazMuxCon = 1; 
       end 
endmodule 

===== ./run.sh =====
#!/bin/bash
# OpenROAD 26Q1-2900-gdf79404cd8, Yosys 0.63+post, stock flow scripts
make -C /OpenROAD-flow-scripts/flow DESIGN_CONFIG=/design/flow/config.mk WORK_HOME=/design/flow/orfs finish

==> results.tsv <==
stage	metric	value	unit
outcome	status	completed	
route	diodes	0	
route	wire_per_inst	8.18	um
setup_path	arrival	1310	ps
final_timing	fin_crit_sh	97.0	%
floorplan	core_area	3420	um^2
setup_path	crit_start	IDRegRs[3]	
layout	syn_to_final_growth	148	%
route	drtIter0Drc	4	
synth	syn_area	140	um^2
layout	flop_area	0	um^2
synth	synthDistinctLibCells	8	
global_routing	grt_pass1_vias	178	
layout	layout-drive-gt1-share	21.2	%
floorplan	chipArea	6400	um^2
synth	syn_inst	17	
layout	n_fill_cell	415	
final_timing	fmax	606	MHz
setup_path	path_max_fanout	2	
floorplan	fp-utilization	4.10	%
route	ant_nets	0	
route	wl	646	um
global_routing	track_usage	1.92	%
power_and_ir_drop	seqPwrFrac	0	%
job	warning_count	32	
global_routing	grt_antenna_before_repair	0	
power_and_ir_drop	power_switching	25.2	uW
layout	final_util	10.2	%
synth	ys_area	140	um^2
global_routing	grt_start_max_net_pins	3	
global_routing	overflow	0	
synth	top_cell	xor2_1	
synth	ys_warn_count	1	
final_timing	period_needed	1650	ps
route	viasPerCell	2.13	
final_timing	hold_viol_final	0	
setup_path	worstSetupPathType	in2out	
synth	top_cell_area_share	50.0	%
power_and_ir_drop	internal-power	36.2	uW
place	placed_area	363	um^2
power_and_ir_drop	leakagePower	0.000141	uW
layout	finish.instance_area	348	um^2
floorplan	boundaryPins	19	
synth	ys_cells	17	
global_routing	grt_pass1_wl	993	um
route	drc	0	
final_timing	rsz0062_at_grt	no	
floorplan	row_count	21	
route	vias	168	
synth	syn-mean-instance-area	8.24	um^2
final_timing	setup_viol	0	
layout	nClkBuffers	0	
setup_path	end_kind	output port	
layout	logic_area	139	um^2
floorplan	die_x	80	um
synth	yosysSeqAreaShare	0	%
synth	area_leaders	xor2_1, xnor2_1, buf_4	
setup_path	required	1360	ps
place	finalWeightedCongestion	0.707	
hold_path	hp-class	in2out	
power_and_ir_drop	pwr-share-comb	100.0	%
power_and_ir_drop	p_sw_share	41.0	%
job	maxCapViolCount	0	
final_timing	whs	1180	ps
power_and_ir_drop	p_per_area	176	nW/um^2
synth	top_cells_by_count	xor2_1, buf_4, xnor2_1	
floorplan	die_y	80	um
power_and_ir_drop	total_power	61.3	uW
power_and_ir_drop	ir_drop	0.0375	mV
place	portBuffers	18	
hold_path	min-delay-start	IDRegRs[4]	
setup_path	critPathLaunchType	primary input	
synth	yosys.area.top_type	xor2_1	
layout	seq_cells	0	
route	first_pass_iters	2	
power_and_ir_drop	clockPowerShare	0	%
final_timing	slew_violations	0	
[worst paths after layout]
| check | to | slack [ps] | cells after the start |
|---|---|---|---|
| setup / recovery | PCWrite | 50 | 5 |
| hold / removal | IFIDWrite | 1180 | 5 |
[power by group through the flow]
| stage | clock [uW] | sequential [uW] | combinational, uW |
|---|---|---|---|
| after CTS | 0 | 0 | 58.9 |
| after global routing | 0 | 0 | 67.1 |
| final | 0 | 0 | 61.3 |
[per-layer routing]
layer | up-vias | GRT usage [%] | part of all wire, %
met5 | - | 0 | 0
met4 | 0 | 0 | 0
met3 | 0 | 0.455 | 4.5
met2 | 4 | 3.53 | 59
met1 | 78 | 2.31 | 37
li1 | 86 | - | -
[stage by stage]
stage | setup slack, ps | TNS (ps) | cells
after detailed placement | -526 | -1050 | 79
after floorplan | 384 | 0 | 17
after CTS | 17.2 | 0 | 79
final | 50.9 | 0 | 79
after global routing | 1.91 | 0 | 79
after global placement | -512 | -1020 | 79
[what timing repair did]
| action | 4_1_cts | 5_1_grt |
|---|---|---|
| resized | 19 | 10 |
| pin swaps | 6 | 5 |
| hold buffers | 0 | 0 |
| setup endpoints to repair | 2 | 2 |
| buffers inserted | 0 | 0 |
[cell families (layout without fill, tap and decap cells)]
logic type             after synthesis  count (layout)  share of synthesized area [%]
XOR/XNOR                            10              10                           62.5
AND/OR/NAND/NOR                      3               3                           17.9
buffers and inverters                2              18                           10.7
other                                1               1                           2.68
AND-OR/OR-AND                        1               1                           6.25
[cell type report]
cell class / count / area share [%]
multi-input combinational: 15 / 39.9
tap: 46 / 16.5
timing repair buffer: 18 / 43.5
[critical path: stages]
cell	delay (ps)
dlygate4sd2_1	240
xor2_1	160
nor4_2	340
a32oi_2	90
buf_2	140
[cell usage in the layout (no fill, tap or decap), drive strengths merged]
cell           n
dlygate4sd2    9
xor2           8
nor4           2
xnor2          2
clkdlybuf4s50  2
clkdlybuf4s15  2
clkbuf         2
buf            2
and2           1
a32oi          1
conb           1
dlymetal6s2s   1
Power is estimated from default activity; no workload was simulated.
